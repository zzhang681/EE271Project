--- design.v ---
`timescale 1ns / 1ps
module BCD27SEG( number, LED
    );
    input [3:0] number;
    output reg [7:0] LED;
    always @ (number)
    begin  
     case (number)  
            4'b0000: LED = 8'b11000000;    
	       	4'b0001: LED = 8'b11111001;
            4'b0010: LED = 8'b10100100;
            4'b0011: LED = 8'b10110000;
            4'b0100: LED = 8'b10011001;
            4'b0101: LED = 8'b10010010;
            4'b0110: LED = 8'b10000010;    
		    4'b0111: LED = 8'b11111000;
            4'b1000: LED = 8'b10000000;  
		    4'b1001: LED = 8'b10010000;
     default:  LED = 8'b11000000; 
  endcase
end
endmodule
`timescale 1ns / 1ps
module Encase_Level(MS_out, clear,
    Din_dis1, Din_dis2,
    ALU_out0, ALU_out1, ALU_out2, ALU_out3,
    LEDsel,
    LED0, LED1, LED2, LED3
    );
    input clear;   
    input[1:0] LEDsel;
    input[3:0] MS_out;
    input[3:0] Din_dis1, Din_dis2, ALU_out0, ALU_out1, ALU_out2, ALU_out3;
    output[7:0] LED0, LED1, LED2, LED3;
    wire Go;
    wire [7:0] state, result;
    wire [7:0] Din_7seg1, Din_7seg2, ALUout_7seg0, ALUout_7seg1, ALUout_7seg2, ALUout_7seg3, MS_7seg;
    BCD27SEG U2(Din_dis1, Din_7seg1);
    BCD27SEG U3(Din_dis2, Din_7seg2);
    BCD27SEG U4(ALU_out0, ALUout_7seg0);
    BCD27SEG U5(ALU_out1, ALUout_7seg1);
    BCD27SEG U6(ALU_out2, ALUout_7seg2);
    BCD27SEG U7(ALU_out3, ALUout_7seg3);
    BCD27SEG U8(MS_out, MS_7seg);
    LED_MUX2 U9(Din_7seg1, Din_7seg2, ALUout_7seg0, ALUout_7seg1, ALUout_7seg2, ALUout_7seg3, MS_7seg, 
    LED0, LED1, LED2, LED3,
    LEDsel);
endmodule
`timescale 1ns / 1ps
module LED_MUX2(Din_7seg1, Din_7seg2, ALUout_7seg0, ALUout_7seg1, ALUout_7seg2, ALUout_7seg3, MS_7seg, 
    LED0, LED1, LED2, LED3,
    sel
    );
    input[7:0] Din_7seg1, Din_7seg2, ALUout_7seg0, ALUout_7seg1, ALUout_7seg2, ALUout_7seg3, MS_7seg;
    input[1:0] sel;
    output reg [7:0] LED0, LED1, LED2, LED3;      
    always@(*)
    begin
        case(sel)
            2'b00: begin
                LED0 <= Din_7seg1;           
                LED1 <= Din_7seg2;
                LED2 <= 8'b00000000;
                LED3 <= 8'b00000000;
                end
            2'b01: begin
                LED0 <= MS_7seg;             
                LED1 <= 8'b00000000;
                LED2 <= 8'b00000000;
                LED3 <= 8'b00000000;
                end
            2'b10: begin
                LED0 <= ALUout_7seg0;        
                LED1 <= ALUout_7seg1;
                LED2 <= ALUout_7seg2;
                LED3 <= ALUout_7seg3;
                end
            default: begin
                LED0 <= 8'b00000000;
                LED1 <= 8'b00000000;
                LED2 <= 8'b00000000;
                LED3 <= 8'b00000000;
                end
            endcase
        end
endmodule
--- config.mk ---
export PLATFORM = sky130hd
export DESIGN_NAME = Encase_Level
export DESIGN_NICKNAME = Encase_Level
export VERILOG_FILES = /design/flow/design.v
export SDC_FILE = /design/flow/constraint.sdc
export NUM_CORES = 4
export LEC_CHECK = 1
export CORE_AREA = 10 10 98 98
export DIE_AREA = 0 0 108 108
--- run.sh ---
#!/bin/bash
# OpenROAD 26Q1-2900-gdf79404cd8, Yosys 0.63+post, stock flow scripts
make -C /OpenROAD-flow-scripts/flow DESIGN_CONFIG=/design/flow/config.mk WORK_HOME=/design/flow/orfs finish
--- constraint.sdc ---
current_design Encase_Level

set clk_period 1.5
set clk_io_pct 0.2

create_clock -name clk0 -period $clk_period

set non_clock_inputs [all_inputs -no_clocks]
set_input_delay [expr $clk_period * $clk_io_pct] -clock clk0 $non_clock_inputs
set_output_delay [expr $clk_period * $clk_io_pct] -clock clk0 [all_outputs]
==> flow report <==
PLACE
------------------------------------------------------------------------------------
Port buffer count .....................................................           62
Pre-CTS setup slack ...................................................   -0.8818 ns
Half-perimeter wire length of the detailed placement result ...........      3993 µm
Placer's final routability congestion estimate ........................       0.8170

TIMING
------------------------------------------------------------------------------------
Relative slew slack ...................................................       83.41%
Part of the cycle the worst path needs ................................       104.8%
Final Hold Fails ......................................................            0
Tightest Pin Transition ...............................................    0.2479 ns
Unrepaired setup endpoints after global routing .......................          yes
Final worst hold slack ................................................    0.9562 ns
Accumulated negative setup slack ......................................   -0.1357 ns
Time the final worst path needs with I/O delays and setup .............     1.573 ns
Post-layout worst setup margin ........................................  -0.07252 ns
Max-slew violation count ..............................................            0
Max Freq ..............................................................    635.9 MHz
Setup violations, final ...............................................            7

LOGIC SYNTHESIS
------------------------------------------------------------------------------------
Yosys Instances .......................................................          214
Synth top area cells .................................................. sky130_fd_sc_hd__ha_1 (35%), sky130_fd_sc_hd__o21ai_0 (6.1%), sky130_fd_sc_hd__nand2_1 (5.8%), sky130_fd_sc_hd__nor2_1 (5.6%), sky130_fd_sc_hd__inv_1 (4.8%)
Number of different library cells in the post-synthesis netlist .......           35
Yosys Chip Area ....................................................... 0.001483 mm²
Post-synthesis instance area .......................................... 0.001483 mm²
Average footprint of a synthesized cell ...............................    6.928 µm²
Post-synthesis cell count .............................................          214
Top-area cell share ...................................................       35.44%
Yosys top cell by area ................................................ sky130_fd_sc_hd__ha_1
Sequential element share of the synthesized area ......................           0%
Yosys Warn Count ......................................................            2

CRITICAL PATH
------------------------------------------------------------------------------------
Cell with the largest stage delay on the worst path ................... sky130_fd_sc_hd__or3_4
Top cell family by delay on the critical path ......................... simple AND/OR/NAND/NOR gates
Crit-path cells ....................................................... buf_8 -> or3_4 -> buf_6 -> o32ai_2 -> buf_2
Arrival @ worst endpoint ..............................................      1.27 ns
CP peak stage delay ...................................................      0.41 ns
Number of cells on the critical path ..................................            5
Highest fanout seen on the critical path ..............................            5
Category of the worst setup path capture point ........................ primary output
Count of buffering cells on the critical path with inverters included .            3
Setup Crit Path Kind ..................................................       in2out
Critical Path Source Type .............................................    input pin
Worst path required time ..............................................      1.20 ns

ROUTE
------------------------------------------------------------------------------------
WL/cell ...............................................................     12.05 µm
Drc violations ........................................................            0
Via density ...........................................................        4.182
Iter 0 DRT Violations .................................................           19
Aggregate routed wire length ..........................................      5228 µm
DR vias ...............................................................         1815
Number of nets with antenna violations after routing ..................            0
First-pass DRT Iterations .............................................            4
ANT cells .............................................................            0

FLOORPLANNING
------------------------------------------------------------------------------------
Vertical die dimension ................................................       108 µm
X dimension of the die ................................................       108 µm
I/O pin count .........................................................           63
Core utilization at floorplan .........................................       19.39%
Core Box Area ......................................................... 0.007647 mm²
Rows ..................................................................           32
Die Size ..............................................................  0.01166 mm²

GLOBAL ROUTING
------------------------------------------------------------------------------------
First-pass GRT wire length ............................................      8576 µm
Largest net degree at the start of global routing .....................           12
Vias in the first global route ........................................         1796
Total congestion overflow .............................................            0
GRT Total Usage .......................................................       8.483%
Antenna violations before repair ......................................            0

CELLS AND AREA
------------------------------------------------------------------------------------
Storage element area ..................................................        0 µm²
Filler cell count .....................................................          717
Proportion of layout cells with a drive suffix above 1 ................       60.54%
Area growth from synthesis to layout ..................................       108.4%
Flop Count ............................................................            0
Layout clock buffers ..................................................            0

OUTCOME
------------------------------------------------------------------------------------
Violations in the final reports ....................................... negative setup slack
Result of the run ..................................................... finished, violations left

POWER
------------------------------------------------------------------------------------
IR Drop Worst-Case VDD ................................................  0.0001168 V
Leak pwr ..............................................................     1.468 nW
PwrDens ............................................................... 229.8 mW/mm²

HOLD PATH
------------------------------------------------------------------------------------
Worst hold-check path type ............................................       in2out
Hold path cells .......................................................            3

JOB
------------------------------------------------------------------------------------
Max-capacitance violation count .......................................            0
OpenROAD warning count ................................................           70

CLOCKING
------------------------------------------------------------------------------------
Number of hold buffers added after CTS ................................            0

==> repair_timing <==
item | 4_1_cts | 5_1_grt
pin swaps | 43 | 28
setup buffers | 15 | 3
gates resized | 318 | 49
setup endpoints to repair | 32 | 24
gates cloned | 1 | 0
==> power breakdown <==
group / internal (mW) / leakage (nW) / switching [mW]
sequential: 0 / 0 / 0
clock: 0 / 0 / 0
combinational: 0.390 / 1.47 / 0.321
==> stage by stage <==
| stage | utilization (%) | power [mW] | cells | area [µm²] |
|---|---|---|---|---|
| floorplan | - | 0.2309 | 214 | 1483 |
| global placement | 33.44 | 0.5625 | 417 | 2557 |
| detailed placement | 33.44 | 0.5638 | 417 | 2557 |
| CTS | 38.87 | 0.6681 | 433 | 2973 |
| global route | 40.41 | 0.7852 | 434 | 3090 |
| finish | 40.41 | 0.7103 | 434 | 3090 |
==> metal layers <==
metal	global-route usage (%)	vias to the layer above	routed length, µm
met5	0	-	0
met4	0	0	0
met3	1.205	0	197
met2	13.53	39	2282
met1	12.53	806	2748
li1	-	970	-
==> synthesized netlist by cell type <==
| master | instances |
|---|---|
| sky130_fd_sc_hd__a211oi_1 | 2 |
| sky130_fd_sc_hd__a21oi_1 | 14 |
| sky130_fd_sc_hd__a22o_1 | 1 |
| sky130_fd_sc_hd__a22oi_1 | 3 |
| sky130_fd_sc_hd__a31oi_1 | 1 |
| sky130_fd_sc_hd__and3_1 | 1 |
| sky130_fd_sc_hd__buf_2 | 4 |
| sky130_fd_sc_hd__buf_4 | 1 |
| sky130_fd_sc_hd__buf_6 | 2 |
| sky130_fd_sc_hd__clkbuf_1 | 5 |
| sky130_fd_sc_hd__ha_1 | 42 |
| sky130_fd_sc_hd__inv_1 | 19 |
| sky130_fd_sc_hd__inv_2 | 1 |
| sky130_fd_sc_hd__mux2_2 | 1 |
| sky130_fd_sc_hd__mux2i_1 | 7 |
| sky130_fd_sc_hd__nand2_1 | 23 |
| sky130_fd_sc_hd__nand2b_1 | 7 |
| sky130_fd_sc_hd__nand2b_2 | 1 |
| sky130_fd_sc_hd__nand3_1 | 5 |
| sky130_fd_sc_hd__nand3b_1 | 1 |
| sky130_fd_sc_hd__nor2_1 | 22 |
| sky130_fd_sc_hd__nor2_4 | 1 |
| sky130_fd_sc_hd__nor2b_1 | 1 |
| sky130_fd_sc_hd__nor3_1 | 7 |
| sky130_fd_sc_hd__nor3b_1 | 1 |
| sky130_fd_sc_hd__nor4b_1 | 3 |
| sky130_fd_sc_hd__o211ai_1 | 5 |
| sky130_fd_sc_hd__o21a_1 | 2 |
| sky130_fd_sc_hd__o21ai_0 | 18 |
| sky130_fd_sc_hd__o22ai_1 | 3 |
| sky130_fd_sc_hd__o22ai_2 | 1 |
| sky130_fd_sc_hd__o32ai_2 | 1 |
| sky130_fd_sc_hd__or3_4 | 1 |
| sky130_fd_sc_hd__xnor2_1 | 1 |
| sky130_fd_sc_hd__xor2_1 | 6 |
==> final cells by class <==
cell class	instances	area [µm²]	share of cell area (%)
tap	102	127.6	4.130
timing repair buffer	130	1104	35.71
multi-input combinational	182	1759	56.92
inverter	20	100.1	3.239
==> path summary, 6_finish.rpt <==
check,startpoint,endpoint
worst max-delay path,LEDsel[0],LED1[2]
worst min-delay path,ALU_out3[3],LED3[2]
==> logic make-up after synthesis <==
kind of cell / Yosys count / synth area share (%)
buffers and inverters: 32 / 9.705
AND-OR/OR-AND: 51 / 21.10
adder cells (fa/ha/maj): 42 / 35.44
multiplexers: 8 / 5.485
AND/OR/NAND/NOR: 74 / 24.14
XOR/XNOR: 7 / 4.135
==> cells in the final DEF, fill, tap and decap left out, drive strengths merged, types with 2 or more instances in the layout <==
| cell | synthesis | routed |
|---|---|---|
| dlygate4sd2 | 0 | 3 |
| clkdlybuf4s50 | 0 | 2 |
| o22ai | 4 | 4 |
| inv | 20 | 20 |
| nor4b | 3 | 3 |
| a211oi | 2 | 2 |
| nor2 | 23 | 23 |
| clkbuf | 5 | 3 |
| xor2 | 6 | 6 |
| a21oi | 14 | 14 |
| o21a | 2 | 2 |
| ha | 42 | 42 |
| a22oi | 3 | 3 |
| nand3 | 5 | 5 |
| mux2i | 7 | 7 |
| o21ai | 18 | 18 |
| nand2b | 8 | 8 |
| buf | 7 | 115 |
| clkdlybuf4s15 | 0 | 7 |
| nor3 | 7 | 7 |
| nand2 | 23 | 23 |
| o211ai | 5 | 5 |
Power figures rest on the tool's default switching activity, not on a simulated workload.
