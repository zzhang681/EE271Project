==> ./run.sh <==
#!/bin/bash
# OpenROAD 26Q1-2900-gdf79404cd8, Yosys 0.63+post, stock flow scripts
make -C /OpenROAD-flow-scripts/flow DESIGN_CONFIG=/design/flow/config.mk WORK_HOME=/design/flow/orfs finish
==> ./config.mk <==
export PLATFORM = sky130hd
export DESIGN_NAME = fourbit
export DESIGN_NICKNAME = fourbit
export VERILOG_FILES = /design/flow/design.v
export SDC_FILE = /design/flow/constraint.sdc
export NUM_CORES = 4
export LEC_CHECK = 1
export CORE_UTILIZATION = 40
==> ./constraint.sdc <==
current_design fourbit

set clk_period 20.6
set clk_io_pct 0.2

create_clock -name clk0 -period $clk_period

set non_clock_inputs [all_inputs -no_clocks]
set_input_delay [expr $clk_period * $clk_io_pct] -clock clk0 $non_clock_inputs
set_output_delay [expr $clk_period * $clk_io_pct] -clock clk0 [all_outputs]
==> ./design.v <==
`timescale 1ns / 1ps
module fourbit(in, out3, out2, out1, out0
    );
  input[15:0] in;  
  output[3:0] out3, out2, out1, out0;
  wire [15:0] val1, val2, val3;
  assign out0 = in % 10;
  assign val1 = in / 10;
  assign out1 = val1 % 10;
  assign val2 = val1 / 10;
  assign out2 = val2 % 10;
  assign val3 = val2 / 10;
  assign out3 = val3 % 10;
endmodule
==> Changelog: implementation <==
### Implementation results

- Status: complete, no violations
- Total iterations of the first detailed-routing run: 5
- # rows: approximately 50
- Place WS: -0.267 ns
- Post-DR wirelength/cell: approximately 16 µm
- Number of vias in the routed layout: roughly 9700
- Vias in the first global route: between 8000 and 9000
- Ports: 32
- Number of standard cells reported by yosys: roughly 1200
- First-pass GRT wire length: roughly 41000 µm
- # diodes: 0
- Crit path launch type: primary input
- Int Power: roughly 0.00081 W
- Synth warn: 0
- Max-slew headroom: between 40% and 50%
- Hold WS: 9.05 ns
- Worst-path fanout max: 8
- Count of tool warnings: 35
- Die H: 140 µm
- Endpoints failing setup: 0
- Largest vdd supply drop: around 0.00011 V
- Final worst setup slack: roughly 0.6 ns
- Netlist cell types: between 100 and 150
- Post-Syn Area: 7630 µm²
- CP Class: in2out
- Fin. max-slew vios: 0
- Most frequent cells in the layout: 146 x buf_4, 136 x nor2_1, 127 x nand2_1
- Port Buffer Count: 32
- Final Power: between 0.0015 and 0.002 W
- Gate power share: 100.0%
- Worst Max-Slew Pin Slew: 0.816 ns
- Sw Pwr: ~0.00095 W
- DRT Wirelength: 25200 µm
- Share of cells above drive strength 1: between 20% and 30%
- Final period util: a little over nine tenths
- Net Sw Frac: about 54%
- Worst path max stage delay: just under 0.6 ns
- Flop pwr share: 0%
- Grt ovf: 0
- Gr usage total: 24.8%
- Max-cap violations: 0
- Logic area: about 7700 µm²
- Pwr per Cell Area: ~180 nW/µm²
- M2 GR Usage: 39.9%
- Final setup TNS: 0 ns
- P&R area growth vs syn: 27.4%
- YS chip area: 7630 µm²
- Leak pwr: 3.59 nW
- Area contributors post-synth: nor2_1 7.1%, nand2_1 6.3%, xnor2_1 5.7%
- FP Core Util: 40.8%
- Width of the die: approximately 140 µm
- Busiest grt layer: met2
- Minimum clock period: 20.00 ns
- Worst path required time: 16.48 ns
- Vias per cell: 6.23
- Clock buffers: 0
- Chip area: between 15000 and 20000 µm²
- Largest net degree at the start of global routing: 27
- GP Congestion: 1.01
- Routing usage on met3: roughly 1.6%
- M1 GR Usage: a little over a third
- Core area: ~19000 µm²
- CP max-delay cell: or4_4
- Fill cell count: ~1800
- Cells after Synth: approximately 1200
- Initial DRC Count: roughly 920
- Syn avg cell area: between 6 and 7 µm²
- Area share, top type: 7.09%
- Remaining antenna violation count: 0
- Final hold violation count: 0
- DRC: 0
- Hold crit path type: in2out
- Crit end category: output pin
- Most numerous logic cell after layout: buf_4
- Arrival time worst endpoint: 15.88 ns
- Flip-flops: 0
- Reg area: 0 µm²
- Initial antenna violation count: 0
- Seq share, synth: 0%
- Clock group share of total power: 0%
- Fmax: between 0.05 and 0.06 GHz
- Yosys top cell by area: nor2_1
- Detail Placement HPWL: between 15000 and 20000 µm
==> power groups by stage <==
stage	registers (W)	logic, W	clock network (W)
finish	0	0.00176	0
global route	0	0.00194	0
CTS	0	0.00163	0
==> area by class of cell <==
cell class                      instances  area share, %
Inverter                               44           1.75
Multi-Input combinational cell       1089           79.0
Tap cell                              234           3.01
Timing Repair Buffer                  189           16.2
==> Yosys cell counts, drive strengths merged (9+ instances only) <==
| cell type | number |
|---|---|
| nand4 | 18 |
| a311oi | 10 |
| o21a | 9 |
| or2 | 17 |
| clkbuf | 38 |
| a22oi | 14 |
| nor2b | 9 |
| and2 | 18 |
| ha | 15 |
| mux2i | 21 |
| xnor2 | 52 |
| o21ai | 93 |
| nand2b | 13 |
| maj3 | 12 |
| and3 | 19 |
| a211o | 9 |
| o31ai | 17 |
| nand2 | 128 |
| a21oi | 74 |
| a31oi | 21 |
| or3 | 18 |
| a211oi | 30 |
| o211ai | 23 |
| nor2 | 146 |
| xor2 | 12 |
| a2111oi | 12 |
| a21o | 13 |
| nor4 | 14 |
| buf | 28 |
| inv | 36 |
| nor3 | 52 |
| nand3 | 47 |
==> through the flow <==
step           cell area (µm²)  util [%]  cells
2_1_floorplan             7630         -   1199
3_3_place_gp              8930      47.7   1527
3_5_place_dp              8930      47.7   1527
4_1_cts                   9010      48.2   1529
5_1_grt                   9720      52.0   1556
6_report                  9720      52.0   1556
==> routing by layer <==
metal,wire [µm],vias up,share of wire (%)
li1,-,4871,-
met1,12100,4492,48
met2,11400,308,45
met3,1260,30,5.0
met4,440,0,1.7
met5,0,-,0
==> final timing paths <==
check             slack (ns)  cells after the start      end  startpoint
setup / recovery        0.60                     50  out3[3]      in[15]
hold / removal          9.05                      2  out0[0]       in[0]
==> cell families after synthesis <==
kind of cell	Yosys count	share of synthesized area, %
and+or+nand+nor	537	36.1
AOI/OAI and AO/OA	433	42.4
buffers and inverters	110	6.05
xor gates and xnor gates	64	7.55
muxes	28	3.79
adders and majority gates	27	4.08
==> critical path: cells and delay by family <==
family | cells | cell delay, ns
AND-OR/OR-AND | 24 | 5.02
XOR/XNOR | 1 | 0.13
adder cells (fa/ha/maj) | 3 | 0.66
buffers and inverters | 6 | 1.49
multiplexers | 1 | 0.21
AND/OR/NAND/NOR | 15 | 4.21
==> timing repair <==
action | in CTS | in global routing
pin swaps | 2 | 41
setup buffers | 2 | 26
gates cloned | 0 | 1
endpoints found under the setup margin | 3 | 5
resized | 15 | 110
hold buffers | 0 | 0
No activity file was given, so power comes from the tool's default toggle rates.
