==> design/flow/design.v <==
`timescale 1ns / 1ps
module CLK_Generator(clk50MHz, rst, clksec4, clk_5KHz
    );
    input clk50MHz, rst;
output clksec4, clk_5KHz;
reg clksec4, clk_5KHz;
integer count, count1;
always@(posedge clk50MHz)
begin
  if(rst)
   begin
    count = 0;
    count1 = 0;
    clksec4 = 0;
    clk_5KHz =0;
end
else
begin
    if(count == 100000000)
     begin
      clksec4 = ~clksec4;
      count = 0;
     end
    if(count1 == 20000)
     begin
      clk_5KHz = ~clk_5KHz;
      count1 = 0;
    end
  count = count + 1;
  count1 = count1 + 1;
 end
end
endmodule
==> design/flow/run.sh <==
#!/bin/bash
# OpenROAD 26Q1-2900-gdf79404cd8, Yosys 0.63+post, stock flow scripts
make -C /OpenROAD-flow-scripts/flow DESIGN_CONFIG=/design/flow/config.mk WORK_HOME=/design/flow/orfs finish
==> design/flow/config.mk <==
export PLATFORM = sky130hd
export DESIGN_NAME = CLK_Generator
export DESIGN_NICKNAME = CLK_Generator
export VERILOG_FILES = /design/flow/design.v
export SDC_FILE = /design/flow/constraint.sdc
export NUM_CORES = 4
export LEC_CHECK = 1
export CORE_UTILIZATION = 40
==> design/flow/constraint.sdc <==
current_design CLK_Generator

set clk_period 4.6
set clk_io_pct 0.2

create_clock -name clk0 -period $clk_period [get_ports {clk50MHz}]

set non_clock_inputs [all_inputs -no_clocks]
set_input_delay [expr $clk_period * $clk_io_pct] -clock clk0 $non_clock_inputs
set_output_delay [expr $clk_period * $clk_io_pct] -clock clk0 [all_outputs]
==> ci_impl_report.md <==
### Flow metrics

| Metric | Value |
|---|---|
| Crit path DAT | 2430 ps |
| Worst path max stage delay | 640 ps |
| Number of DRC markers in iteration 0 | 175 |
| Max-cap violations | 0 |
| EDFF count, synth | 0 |
| FILL cells | 697 |
| Reg area | 1320 sq um |
| Gate Count Post-Synth | 355 |
| Vias | 2,421 |
| Wire per inst | 12.5 microns |
| Final Cell Area | 3380 sq um |
| First-pass GRT wire length | 9720 microns |
| Clock root buffer | clkbuf_8 |
| Vias in the first global route | 2,081 |
| Clock latency on the worst-skew pair | 340 ps |
| Slew HR | 54.5% |
| Clock H-tree levels | 3 |
| DP HPWL | 3660 microns |
| Syn Std Cell Area | 3130 sq um |
| Setup crit end kind | flip-flop |
| Seq share, synth | 42.3% |
| Worst setup path endpoint | count[24] |
| Ratio of final minimum period to clock period | 47.8% |
| Flops out of synthesis | 66 |
| Yosys warnings | 1 |
| Worst path cell trace | ha_1, nand3_1, nor4_2, and2_1, o211ai_1, a32o_1 |
| Drt drc | 0 |
| Clock Tree Buf Depth | 2 |
| Final Setup Violations | 0 |
| CP Max Fanout | 7 |
| Power per Cell Area | 302 nW/um^2 |
| Comb area | 1730 sq um |
| Final Core Density | 45.6% |
| Post-CTS Resized | 0 |
| Hold_ws | 480 ps |
| Mean Syn Cell Area | 8.80 sq um |
| Async SR Flop Fraction | 0% |
| Slew @ Worst Pin | 676 ps |
| Area grow syn2layout | 8.13% |
| Placed insts | 443 |
| Sum Neg Setup Slack | 0 ps |
| Antenna Cells | 0 |
| CP Launch Type | flip-flop |
| Final Max Tran Viols | 0 |
| Postcts setup bufs | 0 |
| Die H | 90.4 microns |
| FP Util | 42.2% |
| Post-Route Skew | 8.04 ps |
| Crit-path slowest cell | nor4_2 |
| Dpl ws | 2290 ps |
| Worst r2r path cells | 6 |
| Total global-route track usage | 14.5% |
| RSZ-0062 raised after global routing | no |
| Area after DPL | 3220 sq um |
| Tmin final | 2200 ps |
| Hold_buf cts | 0 |
| Die W | 90.4 microns |
| Synth unique cells | 42 |
| Share of cells above drive strength 1 | 8.06% |
| Chip area | 8170 sq um |
| Antenna violations before repair | 0 |
| Ys cells | 355 |
| Worst R2R Start | count[0] |
| Synthesis area per yosys | 3130 sq um |
| Clock Pin Slew Worst Setup and Hold Paths | 70 ps |
| Top Ports | 4 |
| First drt pass iteration count | 4 |
| Post-DRT Antenna Nets | 0 |
| Remaining Overflow, GRT | 0 |
| Status | complete, no violations |
| Total power | 1.02 mW |
| Final Hold Fails | 0 |
| Gpl congestion | 0.826 |
| Peak Freq | 455 MHz |
| PortBufs | 3 |
| Largest net degree at the start of global routing | 67 |
| Vias per cell | 5.27 |
| CP startpoint | count[0] |
| Final WL | 5750 microns |
| Core box area | 7410 sq um |
| HP Class | reg -> reg |
| Flop-to-flop setup slack | 2400 ps |
| Worst VDD drop | 0.000205 V |
| Worst Path Required | 4830 ps |
| R2R Path End | count[24] |
| Crit path kind | reg -> reg |
| Count of tool warnings | 25 |
| # rows | 31 |
| Fin cells | 459 |
| Main flop type | dfxtp_1 |
| # clock sinks | 66 |
| Total CTS buffers | 9 |
| P_leak | 1.11 nW |
| CTS tree | yes |
| Min setup slack post-route | 2400 ps |
## kinds of logic (layout without fill, tap and decap cells)
| family | after synthesis | count (layout) | synth area share (%) |
|---|---|---|---|
| flip-flops | 66 | 66 | 42.3 |
| XOR/XNOR | 45 | 45 | 12.6 |
| AND-OR/OR-AND | 34 | 34 | 6.13 |
| adder cells (fa/ha/maj) | 2 | 2 | 0.801 |
| AND/OR/NAND/NOR | 188 | 188 | 35.0 |
| buffers and inverters | 18 | 23 | 2.48 |
| multiplexers | 2 | 2 | 0.681 |
## worst min path at each step
stage,startpoint,end,slack (ps),cells past startpoint
4_1_cts,count1[0],count1[0],490,1
5_1_grt,count1[0],count1[0],520,1
6_report,count1[0],count1[0],480,1
## layout by cell type, fill, tap and decap left out, drive strengths merged, types with 2 or more instances in the layout
cell type      count
nand4             21
and4               6
nor4b              7
buf                2
a21oi             12
nor2              51
o31ai              3
inv                3
ha                 2
or3               14
and3               8
nor2b              4
nand3             26
clkbuf            13
nor4bb             2
clkinv             3
nor3              12
clkdlybuf4s50      2
nor4              12
dfxtp             66
nand2             19
xnor2             19
xor2              26
o21ai             15
and2               4
## final cells by class
type	instances	share of cell area, %
clock buffers	13	4.41
clock inverters	3	0.444
inverters	3	0.333
multi-input cells	271	51.1
flip-flops and latches	66	39.1
well taps	99	3.67
repair buffers	4	0.963
## power breakdown
| group | switching, mW | leakage (nW) | internal, mW |
|---|---|---|---|
| clock | 0.212 | 0.0872 | 0.208 |
| combinational | 0.0127 | 0.494 | 0.00636 |
| sequential | 0.00548 | 0.533 | 0.576 |
## routing by layer
metal / vias up / part of all wire (%) / global-route usage, %
li1: 1272 / - / -
met1: 1115 / 55 / 24.1
met2: 24 / 41 / 20.1
met3: 10 / 2.7 / 2.74
met4: 0 / 1.6 / 2.28
met5: - / 0 / 0
## synthesized netlist by cell type (2+ instances only)
master	instances	share of area [%]
nor2_1	51	6.1
o31ai_1	3	0.72
nor2b_1	4	0.80
ha_1	2	0.80
clkbuf_1	10	1.2
nand2_1	19	2.3
nor4_2	3	1.2
nand4_4	2	1.4
o21ai_0	15	2.4
dfxtp_1	66	42
xnor2_1	19	5.3
buf_2	2	0.32
xor2_1	26	7.3
nor4bb_1	2	0.64
nor4_1	8	1.6
nor3_1	10	1.6
nor4b_1	5	1.4
nand4_1	19	3.8
buf_1	2	0.24
nand3_1	26	4.2
inv_1	3	0.36
and3_1	7	1.4
or3_1	13	2.6
a21oi_1	12	1.9
nor4b_2	2	0.96
and2_1	3	0.60
and4_1	6	1.7
## state kept, by name, indices dropped and copies added, names as in the netlist
signal,cells
clk_5KHz,1
clksec4,1
count,32
count1,32
## critical path, delay by kind of cell, from the launching register on
family	cells	cell delay [ps]
flops	1	400
compound gates	2	360
simple gates	3	1070
fa+ha+maj	1	260
Power and IR drop assume default switching activity.
